## ./design.v

```verilog
import cv32e40p_pkg::*;
module cv32e40p_if_pipeline
(
        input  logic                    rst_n ,
        input  logic            [31:0]  instr_decompressed ,
        input  logic                    instr_compressed_int ,
        input  logic            [31:0]  pc_if_o ,
        input  logic                    fetch_failed ,
        input  logic                    id_ready_i ,
        input  logic                    halt_if_i ,
        input  logic                    instr_valid ,
        input  logic                    clear_instr_valid_i ,
        input  logic                    illegal_c_insn ,
        input  logic                    fetch_valid ,
        input  logic                    clk ,
        output logic                    instr_valid_id_o ,
        output logic            [31:0]  instr_rdata_id_o ,
        output logic                    is_fetch_failed_o ,
        output logic            [31:0]  pc_id_o ,
        output logic                    is_compressed_id_o ,
        output logic                    illegal_c_insn_id_o ,
        output logic                    if_valid 
);
        logic                    if_ready ;
        always_ff @(posedge clk, negedge rst_n)
                begin : IF_ID_PIPE_REGISTERS
                if (rst_n == 1'b0)
                        begin
                        instr_valid_id_o      <= 1'b0;
                        instr_rdata_id_o      <= '0;
                        is_fetch_failed_o     <= 1'b0;
                        pc_id_o               <= '0;
                        is_compressed_id_o    <= 1'b0;
                        illegal_c_insn_id_o   <= 1'b0;
                end
                else
                        begin
                        if (if_valid && instr_valid)
                                begin
                                instr_valid_id_o    <= 1'b1;
                                instr_rdata_id_o    <= instr_decompressed;
                                is_compressed_id_o  <= instr_compressed_int;
                                illegal_c_insn_id_o <= illegal_c_insn;
                                is_fetch_failed_o   <= 1'b0;
                                pc_id_o             <= pc_if_o;
                        end else if (clear_instr_valid_i) begin
                                instr_valid_id_o    <= 1'b0;
                                is_fetch_failed_o   <= fetch_failed;
                        end
                end
        end
        assign if_ready = fetch_valid & id_ready_i;
        assign if_valid = (~halt_if_i) & if_ready;
endmodule
```

## ./run.sh

```bash
#!/bin/bash
# OpenROAD 26Q1-2900-gdf79404cd8, Yosys 0.63+post, stock flow scripts
make -C /OpenROAD-flow-scripts/flow DESIGN_CONFIG=/design/flow/config.mk WORK_HOME=/design/flow/orfs finish
```

## ./config.mk

```make
export PLATFORM = sky130hd
export DESIGN_NAME = cv32e40p_if_pipeline
export DESIGN_NICKNAME = cv32e40p_if_pipeline
export VERILOG_FILES = /design/flow/design.v
export SDC_FILE = /design/flow/constraint.sdc
export NUM_CORES = 4
export LEC_CHECK = 1
export CORE_UTILIZATION = 30
```

## ./constraint.sdc

```tcl
current_design cv32e40p_if_pipeline

set clk_period 1.2
set clk_io_pct 0.2

create_clock -name clk0 -period $clk_period [get_ports {clk}]

set non_clock_inputs [all_inputs -no_clocks]
set_input_delay [expr $clk_period * $clk_io_pct] -clock clk0 $non_clock_inputs
set_output_delay [expr $clk_period * $clk_io_pct] -clock clk0 [all_outputs]
```

==> ci_impl_report.md <==
### Flow metrics

| Metric | Value |
|---|---|
| Post-synth regs | 68 |
| Worst EP arrival | 0.90 ns |
| First DRT Iteration DRCs | 16 |
| CTS tree | yes |
| Buffer-and-inverter tally for the worst setup path | 1 |
| Worst EP required | 0.96 ns |
| Total GRT Usage | 12.6% |
| Setup CP Type | flip-flop to output pin |
| CTS H-tree lvls | 3 |
| Critical path's slowest cell | dfrtp_1 |
| Reg2reg start | is_fetch_failed_o |
| Overall Power | 6680 uW |
| Final ANT Viol Nets | 0 |
| Met3 WL | 533 um |
| Inserted Clock Buffers | 9 |
| Psw | 1370 uW |
| Crit path launch type | flip-flop |
| RSZ-0062 raised after global routing | no |
| Critical Path, Cell by Cell | clkdlybuf4s15_1 |
| Outcome | complete, but fails checks |
| Std cell rows | 33 |
| Actual slew at the worst max-slew pin | 0.430 ns |
| Fmax | 879 MHz |
| Layout area overhead | 72.3% |
| Leak pwr | 0.00208 uW |
| Top cell type's share of synthesized area | 64.9% |
| Main flop type | dfrtp_1 |
| Synthesized area | 0.00262 sq mm |
| DR pass1 iterations | 2 |
| Cells after Synth | 148 |
| Sw frac | 20.4% |
| Cells on worst reg2reg path | 2 |
| R2r endpoint | is_fetch_failed_o |
| CP delay by family, top | flip-flops |
| Height of the die | 95.5 um |
| IO Pins | 143 |
| Grt ovf | 0 |
| Failing checks | negative hold slack |
| Longest Clk Path Bufs | 2 |
| Layout cell share with drive strength beyond 1 | 32.9% |
| DRT met1 WL | 2600 um |
| Cell area power density | 1480 mW/mm^2 |
| Pint | 5310 uW |
| Largest stage delay, worst path | 0.39 ns |
| Worst Hold Slack | -0.148 ns |
| Most frequent cells after synthesis | 68 x dfrtp_1, 49 x mux2_2, 18 x mux2_4, 4 x buf_2, 3 x buf_6 |
| Routed len/inst | 14.0 um |
| Initial core utilization | 31.5% |
| Root buffer cell | clkbuf_8 |
| Clock power frac | 30.3% |
| Setup slack after placement | -0.423 ns |
| Top Metal Used | met4 |
| Top cells by area | dfrtp_1 65%, mux2_2 21%, mux2_4 10% |
| Sequential share of power | 45.3% |
| Hpwl dp | 4010 um |
| Placed inst area | 0.00420 sq mm |
| Distinct lib cells used | 11 |
| First-pass GRT wire length | 8620 um |
| Vias in the first global route | 1,777 |
| Clock slew at reported path FFs | 0.07 ns |
| Final Util | 54.2% |
| Sequential area share after synthesis | 64.9% |
| Clock insertion delay at the later pin of the skew report | 0.33 ns |
| Gp weighted congestion | 0.716 |
| Met2 WL | 2670 um |
| Worst setup EP type | output pin |
| CTS Sinks | 68 |
| Final Skew | 0 ns |
| FF-to-FF setup slack | 0.32 ns |
| Crit-path max FO | 2 |
| Slew Limit Fails | 0 |
| Chip Area | 0.00912 sq mm |
| CORE AREA | 0.00834 sq mm |
| # Cells Yosys | 148 |
| Peak supply drop | 0.00105 V |
| Comb pwr share | 24.4% |
| Final Hold Vio Count | 68 |
| DRC | 0 |
| Initial antenna violation count | 0 |
| Final wirelength | 5880 um |
| Setup violations, final | 0 |
| Port bufs | 142 |
| Most common cell in the synthesized netlist | dfrtp_1 |
| Routed vias | 1,741 |
| Ys async rst share | 100% |
| Area figure in the yosys stat output | 0.00262 sq mm |
| Period utilization | 94.8% |
| Die Wd | 95.5 um |
| Syn_area_per_cell | 17.7 sq um |
| Count of warnings emitted by yosys | 2 |
| Post-synth EDFFs | 0 |
| Tool Warnings | 27 |
| N_diodes | 0 |
| Largest net degree at the start of global routing | 35 |
| Synth area leader | dfrtp_1 |
| Min-Delay Path Class | input pin to async pin |
| Setup slack after layout | 0.0622 ns |
| Final instance area | 0.00452 sq mm |
| Slew headroom | 71.3% |
| Max Cap Viol | 0 |
| Min Tclk post-route | 1.14 ns |
| Vias per cell | 4.14 |
routing by layer:
| layer | global-route usage (%) | up-vias |
|---|---|---|
| met5 | 0 | - |
| met4 | 1.87 | 0 |
| met3 | 4.79 | 7 |
| met2 | 19.2 | 77 |
| met1 | 18.1 | 815 |
| li1 | - | 842 |
placed cells by master, fill, tap and decap left out, types with 2 or more instances in the layout:
cell type,count
buf_2,2
clkbuf_8,10
clkinv_2,3
dlygate4sd2_1,2
buf_12,3
clkbuf_16,2
dfrtp_1,68
clkdlybuf4s15_1,67
mux2_4,18
clkdlybuf4s50_1,68
mux2_2,49
bufinv_16,2
buf_4,13
metrics by stage:
stage                     cells  TNS [ns]
after global routing        421         0
after floorplan             148         0
final                       421         0
after global placement      394    -26.46
after CTS                   417         0
after detailed placement    394    -26.96
repair_timing:
item | in CTS | in global routing
hold endpoints to repair | 68 | 55
setup buffers | 7 | 2
endpoints found under the setup margin | 128 | 71
resized | 133 | 15
gates cloned | 0 | 2
pin swaps | 1 | 1
worst max-delay path by stage:
stage	startpoint	to	slack, ns	depth (start not counted)
6_report	pc_id_o[15]	pc_id_o[15]	0.06	1
5_1_grt	pc_id_o[15]	pc_id_o[15]	0.004	1
4_1_cts	instr_rdata_id_o[20]	instr_rdata_id_o[20]	0.00004	1
kinds of logic (layout without fill, tap and decap cells):
logic type,Yosys count,count (layout),synth area share (%)
DFF,68,68,64.9
muxes,67,67,31.3
AOI/OAI and AO/OA,1,1,0.191
buffers and inverters,8,176,2.19
and+or+nand+nor,4,4,1.43
flip-flops by register name (all words and copies together) (netlist names):
name,flops
pc_id_o,32
instr_valid_id_o,1
illegal_c_insn_id_o,1
is_fetch_failed_o,1
is_compressed_id_o,1
instr_rdata_id_o,32
power by group through the flow:
stage | sequential (uW) | combinational [uW] | clock (uW)
CTS | 3020 | 1620 | 2120
global route | 3080 | 1790 | 2210
finish | 3020 | 1630 | 2030
layout make-up:
cell class,count,area (sq um)
clock buffers,11,141
fillers,679,3820
well taps,105,131
multi-input cells,72,865
inverters,1,3.75
repair buffers,159,1600
flip-flops and latches,68,1700
clock inverters,5,75.1
Power is estimated from default activity; no workload was simulated.
