$ cat design/flow/config.mk
export PLATFORM = sky130hd
export DESIGN_NAME = cv32e40p_aligner
export DESIGN_NICKNAME = cv32e40p_aligner
export VERILOG_FILES = /design/flow/design.v
export SDC_FILE = /design/flow/constraint.sdc
export NUM_CORES = 4
export LEC_CHECK = 1
export CORE_UTILIZATION = 50
$ cat design/flow/constraint.sdc
current_design cv32e40p_aligner

set clk_period 12.0
set clk_io_pct 0.2

create_clock -name clk0 -period $clk_period [get_ports {clk}]

set non_clock_inputs [all_inputs -no_clocks]
set_input_delay [expr $clk_period * $clk_io_pct] -clock clk0 $non_clock_inputs
set_output_delay [expr $clk_period * $clk_io_pct] -clock clk0 [all_outputs]
$ cat design/flow/design.v
module cv32e40p_aligner
(
  input  logic           clk,
  input  logic           rst_n,
  input  logic           fetch_valid_i,
  output logic           aligner_ready_o,   
  input  logic           if_valid_i,
  input  logic [31:0]    fetch_rdata_i,
  output logic [31:0]    instr_aligned_o,
  output logic           instr_valid_o,
  input  logic [31:0]    branch_addr_i,
  input  logic           branch_i,          
  input  logic [31:0]    hwlp_addr_i,
  input  logic           hwlp_update_pc_i,
  output logic [31:0]    pc_o
);
  enum logic [2:0]  {ALIGNED32, MISALIGNED32, MISALIGNED16, BRANCH_MISALIGNED, WAIT_VALID_BRANCH} state, next_state;
  logic [15:0]       r_instr_h, r_instr_l;
  logic [31:0]       branch_addr_q, hwlp_addr_q;
  logic              instr_valid_q;
  logic [31:0]       pc_q, pc_n;
  logic              update_state;
  logic [31:0]       pc_plus4, pc_plus2;
  logic              aligner_ready_q, hwlp_update_pc_q;
  assign pc_o      = pc_q;
  assign pc_plus2  = pc_q + 2;
  assign pc_plus4  = pc_q + 4;
  always_ff @(posedge clk or negedge rst_n)
  begin : proc_SEQ_FSM
    if(~rst_n) begin
       state               <= ALIGNED32;
       r_instr_h        <= '0;
       r_instr_l        <= '0;
       branch_addr_q    <= '0;
       hwlp_addr_q      <= '0;
       pc_q             <= '0;
       instr_valid_q    <= 1'b0;
       aligner_ready_q  <= 1'b0;
       hwlp_update_pc_q <= 1'b0;
    end else begin
        if(update_state) begin
          pc_q             <= pc_n;
          state            <= next_state;
          r_instr_h        <= fetch_rdata_i[31:16];
          aligner_ready_q  <= aligner_ready_o;
          hwlp_update_pc_q <= 1'b0;
        end else begin
          if(hwlp_update_pc_i) begin
              hwlp_addr_q      <= hwlp_addr_i;   
              hwlp_update_pc_q <= 1'b1;
          end
        end
    end
  end
  always_comb
  begin
    pc_n             = pc_q;
    instr_valid_o    = fetch_valid_i;
    instr_aligned_o  = fetch_rdata_i;
    aligner_ready_o  = 1'b1;
    update_state     = 1'b0;
    next_state       = state;
    case(state)
      ALIGNED32:
      begin
            if(fetch_rdata_i[1:0] == 2'b11) begin
                next_state       = ALIGNED32;
                pc_n             = pc_plus4;
                instr_aligned_o  = fetch_rdata_i;
                update_state     = fetch_valid_i & if_valid_i;
                if(hwlp_update_pc_i || hwlp_update_pc_q)
                  pc_n = hwlp_update_pc_i ? hwlp_addr_i : hwlp_addr_q;
            end else begin
                next_state       = MISALIGNED32;
                pc_n             = pc_plus2;
                instr_aligned_o  = fetch_rdata_i;  
                update_state     = fetch_valid_i & if_valid_i;
            end
      end
      MISALIGNED32:
      begin
            if(r_instr_h[1:0] == 2'b11) begin
                next_state       = MISALIGNED32;
                pc_n             = pc_plus4;
                instr_aligned_o  = {fetch_rdata_i[15:0],r_instr_h[15:0]};
                update_state     = fetch_valid_i & if_valid_i;
            end else begin
                instr_aligned_o  = {fetch_rdata_i[31:16],r_instr_h[15:0]}; 
                next_state       = MISALIGNED16;
                instr_valid_o    = 1'b1;
                pc_n             = pc_plus2;
                aligner_ready_o  = !fetch_valid_i;
                update_state     = if_valid_i;
            end
      end
      MISALIGNED16:
      begin
            instr_valid_o    = !aligner_ready_q || fetch_valid_i;
            if(fetch_rdata_i[1:0] == 2'b11) begin
                next_state       = ALIGNED32;
                pc_n             = pc_plus4;
                instr_aligned_o  = fetch_rdata_i;
                update_state     = (!aligner_ready_q | fetch_valid_i) & if_valid_i;
            end else begin
                next_state       = MISALIGNED32;
                pc_n             = pc_plus2;
                instr_aligned_o  = fetch_rdata_i; 
                update_state     = (!aligner_ready_q | fetch_valid_i) & if_valid_i;
            end
      end
      BRANCH_MISALIGNED:
      begin
            if(fetch_rdata_i[17:16] == 2'b11) begin
                next_state       = MISALIGNED32;
                instr_valid_o    = 1'b0;
                pc_n             = pc_q;
                instr_aligned_o  = fetch_rdata_i;
                update_state     = fetch_valid_i & if_valid_i;
            end else begin
              next_state       = ALIGNED32;
              pc_n             = pc_plus2;
              instr_aligned_o  = {fetch_rdata_i[31:16],fetch_rdata_i[31:16]}; 
              update_state     = fetch_valid_i & if_valid_i;
            end
      end
    endcase  
    if(branch_i) begin
      update_state = 1'b1;
      pc_n          = branch_addr_i;
      next_state    = branch_addr_i[1] ? BRANCH_MISALIGNED : ALIGNED32;
    end
  end
endmodule
$ cat design/flow/run.sh
#!/bin/bash
# OpenROAD 26Q1-2900-gdf79404cd8, Yosys 0.63+post, stock flow scripts
make -C /OpenROAD-flow-scripts/flow DESIGN_CONFIG=/design/flow/config.mk WORK_HOME=/design/flow/orfs finish
==> summary.log <==
qor: timing.fmax 145 MHz
qor: logic_synthesis.enable_flop_cells 0
qor: timing.count_of_endpoints_failing_hold_in_the_final_timing_report 0
qor: placement.place.gp.congestion 0.967
qor: critical_path.critPathCaptureType primary output
qor: critical_path.crit_path_start_kind input pin
qor: outcome.status finished, final reports clean
qor: logic_synthesis.synth_cells 662
qor: drt.drt-vias-per-instance 6.25
qor: clock_network.cts_inserted_buffers 9
qor: logic_synthesis.async_reset_ff_frac 1.00
qor: floorplan.die.size.x 112 um
qor: logic_synthesis.yosysUniqueCellTypes 78
qor: hold_path.min_from hwlp_addr_q[17]$_DFFE_PN0N_
qor: placement.dpl.hpwl 14100 um
qor: timing.tightestPinTransition 0.879 ns
qor: clock_network.tritoncts yes
qor: power.power.ir.vdd_worst 0.120 mV
qor: logic_synthesis.ys_seq_share 0.357
qor: drt.vias_after_detailed_routing 5966
qor: clock_network.holdBufCountCts 0
qor: final_layout.area_delta_synth_final 33.0%
qor: hold_path.holdCritPathClass reg2reg
qor: clock_network.clock_path_buffers 2
qor: timing.final.setup.tns 0 ns
qor: floorplan.floorplan.core_util 0.521
qor: timing.maxSlewViolCount 0
qor: logic_synthesis.avgSynthCellArea 9.10 um2
qor: floorplan.std_cell_rows 39
qor: global_route.grt_start_max_net_pins 59
qor: clock_network.post-cts-setup-buffer-count 0
qor: critical_path.cp-startpoint fetch_rdata_i[17]
qor: power.power_per_cell_area 120 nW/um2
qor: floorplan.design.core.area 11600 um2
qor: placement.dp_cells 938
qor: clock_network.htree_num_levels 3
qor: critical_path.rr_endpoint pc_q[11]$_DFFE_PN0P_
qor: logic_synthesis.synth-seq-cells 86
qor: critical_path.reg2reg_depth 7
qor: flow_run.log.warning_count 26
qor: critical_path.arrival_time_worst_endpoint 4.50 ns
qor: clock_network.clk-insertion-delay-late 0.35 ns
qor: logic_synthesis.syn_area 6020 um2
qor: timing.setup_viol 0
qor: global_route.grt_usage 0.328
qor: global_route.grt_first_pass_wirelength 31100 um
qor: drt.drt_wl_total 19500 um
qor: critical_path.reg2reg_setup_slack 9.03 ns
qor: floorplan.die_h 112 um
qor: critical_path.crit_fanout 15
qor: drt.initialDrtViolationCount 540
qor: floorplan.floorplan.io_pins 168
qor: flow_run.maxCapViolations 0
qor: drt.drtAntennaViolNets 0
qor: drt.route.detailed.drc 0
qor: timing.layout_min_cycle_time 6.90 ns
qor: final_layout.final_cell_count_no_fill 954
qor: drt.antenna_cells 0
qor: clock_network.clock_sinks 86
qor: critical_path.worst_ep_required_time 9.60 ns
qor: global_route.initial_antenna_violation_count 0
qor: floorplan.die_area 12500 um2
qor: clock_network.cts_resized 0
qor: global_route.overflow 0
qor: critical_path.timing_worst_setup_path_type in2out
qor: logic_synthesis.synth-cells-yosys 662
qor: drt.drt_pre_antenna_iters 20
qor: critical_path.setup.worst_path.end instr_aligned_o[2]
qor: timing.hold_slack 0.483 ns
qor: global_route.first_global_vias 5672
qor: timing.rsz0062_at_grt false
qor: placement.port_buffers 167
qor: logic_synthesis.synth.yosys.chip_area 6020 um2
qor: clock_network.clock-root-buffer sky130_fd_sc_hd__clkbuf_16
qor: logic_synthesis.synth_warnings 1
qor: power.static_leak 3.20 nW
qor: clock_network.clk_transition_reported_paths 0.07 ns
qor: drt.post_drt_wl_per_cell 20.5 um
qor: timing.finalClockSkew 0.00942 ns
qor: final_layout.final_layout_size_suffix_gt1_frac 0.0912
qor: logic_synthesis.synthFlopType sky130_fd_sc_hd__dfrtp_1
qor: timing.worst_slew_margin_rel 0.413
qor: timing.final_min_period_over_clock_period 0.575
[cell usage in the layout, fill, tap and decap left out, types with 10 or more instances in the layout]
| cell | synthesis | routed |
|---|---|---|
| sky130_fd_sc_hd__a21boi_0 | 14 | 14 |
| sky130_fd_sc_hd__a21oi_1 | 35 | 35 |
| sky130_fd_sc_hd__a221o_1 | 16 | 16 |
| sky130_fd_sc_hd__a22o_1 | 17 | 17 |
| sky130_fd_sc_hd__buf_4 | 4 | 15 |
| sky130_fd_sc_hd__clkdlybuf4s50_1 | 0 | 164 |
| sky130_fd_sc_hd__dfrtp_1 | 85 | 85 |
| sky130_fd_sc_hd__inv_1 | 10 | 10 |
| sky130_fd_sc_hd__mux2_1 | 32 | 32 |
| sky130_fd_sc_hd__mux2_2 | 28 | 28 |
| sky130_fd_sc_hd__mux2i_1 | 27 | 27 |
| sky130_fd_sc_hd__nand2_1 | 72 | 72 |
| sky130_fd_sc_hd__nand3_1 | 18 | 18 |
| sky130_fd_sc_hd__nor2_1 | 50 | 50 |
| sky130_fd_sc_hd__nor3_1 | 20 | 20 |
| sky130_fd_sc_hd__o21ai_0 | 17 | 17 |
| sky130_fd_sc_hd__o21ai_1 | 20 | 20 |
[flip-flops by register name, summed over array words and instances, names as in the netlist, named ones only]
register          count
state                 3
hwlp_update_pc_q      1
hwlp_addr_q          32
r_instr_h            16
pc_q                 32
aligner_ready_q       1
[cells in the mapped netlist (7+ instances only)]
| master | number | area [um2] |
|---|---|---|
| sky130_fd_sc_hd__dfrtp_1 | 85 | 2130 |
| sky130_fd_sc_hd__nand2_1 | 72 | 270 |
| sky130_fd_sc_hd__nor2_1 | 50 | 188 |
| sky130_fd_sc_hd__a21oi_1 | 35 | 175 |
| sky130_fd_sc_hd__mux2_1 | 32 | 360 |
| sky130_fd_sc_hd__mux2_2 | 28 | 315 |
| sky130_fd_sc_hd__mux2i_1 | 27 | 270 |
| sky130_fd_sc_hd__clkbuf_1 | 23 | 86.3 |
| sky130_fd_sc_hd__nor3_1 | 20 | 100 |
| sky130_fd_sc_hd__o21ai_1 | 20 | 100 |
| sky130_fd_sc_hd__nand3_1 | 18 | 90.1 |
| sky130_fd_sc_hd__a22o_1 | 17 | 149 |
| sky130_fd_sc_hd__o21ai_0 | 17 | 85.1 |
| sky130_fd_sc_hd__a221o_1 | 16 | 160 |
| sky130_fd_sc_hd__a21boi_0 | 14 | 105 |
| sky130_fd_sc_hd__buf_2 | 11 | 55.1 |
| sky130_fd_sc_hd__inv_1 | 10 | 37.5 |
| sky130_fd_sc_hd__a31oi_1 | 9 | 56.3 |
| sky130_fd_sc_hd__and3_1 | 9 | 56.3 |
| sky130_fd_sc_hd__nand4_1 | 9 | 56.3 |
| sky130_fd_sc_hd__nor4_1 | 9 | 56.3 |
| sky130_fd_sc_hd__nand2b_1 | 7 | 43.8 |
| sky130_fd_sc_hd__o31ai_1 | 7 | 52.6 |
[worst max-delay path, cell delays in order]
cell	delay [ns]
sky130_fd_sc_hd__clkdlybuf4s50_1	0.59
sky130_fd_sc_hd__and2_1	0.54
sky130_fd_sc_hd__nand2_1	0.14
sky130_fd_sc_hd__a21boi_0	0.22
sky130_fd_sc_hd__a221o_1	0.15
sky130_fd_sc_hd__clkdlybuf4s50_1	0.46
[power breakdown]
group          internal, W  switching (W)
combinational     0.000162       0.000131
sequential        0.000336      0.0000499
clock             0.000147       0.000135
total             0.000646       0.000316
[worst min path at each step]
| stage | to | cells past startpoint | slack (ns) |
|---|---|---|---|
| CTS | hwlp_addr_q[17]$_DFFE_PN0N_ | 1 | 0.49 |
| global route | hwlp_addr_q[6]$_DFFE_PN0N_ | 1 | 0.50 |
| finish | hwlp_addr_q[17]$_DFFE_PN0N_ | 1 | 0.48 |
[per-layer routing]
metal / wire length (um) / track usage / share of wire
met2: 8280 / 0.462 / 0.42
met4: 207 / 0.0261 / 0.011
met3: 2360 / 0.122 / 0.12
met5: 0 / 0 / 0
met1: 8670 / 0.517 / 0.44
[logic make-up after synthesis]
kind of cell,Yosys count,share of synthesized area
buffers and inverters,58,0.0484
AOI/OAI and AO/OA,202,0.246
muxes,87,0.157
adders and majority gates,2,0.00415
and+or+nand+nor,225,0.184
DFF,86,0.357
xor gates and xnor gates,2,0.00291
[stage by stage]
stage | setup WS [ns] | total power [W] | instance area, um2 | util
6_report | 5.10 | 0.000962 | 8010 | 0.693
5_1_grt | 4.97 | 0.00101 | 8010 | 0.693
4_1_cts | 5.15 | 0.000968 | 8010 | 0.693
3_5_place_dp | 5.21 | 0.000680 | 7710 | 0.667
3_3_place_gp | 5.29 | 0.000674 | 7710 | 0.667
2_1_floorplan | 6.33 | 0.000527 | 6020 | -
[final cells by class]
| type | instances | area (um2) |
|---|---|---|
| well taps | 143 | 179 |
| repair buffers | 181 | 1760 |
| multi-input cells | 518 | 3580 |
| flip-flops and latches | 86 | 2150 |
| inverters | 10 | 37.5 |
| fillers | 870 | 3550 |
| clock buffers | 9 | 225 |
| clock inverters | 7 | 73.8 |
Power is estimated from default activity; no workload was simulated.
